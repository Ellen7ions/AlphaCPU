===== flow/run.sh =====
#!/bin/bash
# OpenROAD 26Q1-2900-gdf79404cd8, Yosys 0.63+post, stock flow scripts
make -C /OpenROAD-flow-scripts/flow DESIGN_CONFIG=/design/flow/config.mk WORK_HOME=/design/flow/orfs finish

===== flow/config.mk =====
export PLATFORM = sky130hd
export DESIGN_NAME = PCAdd4
export DESIGN_NICKNAME = PCAdd4
export VERILOG_FILES = /design/flow/design.v
export SDC_FILE = /design/flow/constraint.sdc
export NUM_CORES = 4
export LEC_CHECK = 1
export CORE_UTILIZATION = 40

===== flow/constraint.sdc =====
current_design PCAdd4

set clk_period 15.4
set clk_io_pct 0.2

create_clock -name clk0 -period $clk_period

set non_clock_inputs [all_inputs -no_clocks]
set_input_delay [expr $clk_period * $clk_io_pct] -clock clk0 $non_clock_inputs
set_output_delay [expr $clk_period * $clk_io_pct] -clock clk0 [all_outputs]

===== flow/design.v =====
`timescale 1ns / 1ps
module PCAdd4(
        input wire [1:0] W_j_branch,
        input wire[1:0] W_branch,
        input wire W_EX_ZERO,
        input wire [31:0] W_pc,
        input wire [15:0] ID_imme,
        input wire [25:0] ID_j_imme,
        input wire [31:0] W_rs_to_pc,
        output reg [31:0] W_next_pc
    );
    wire [31:0] W_add4_pc;
    assign W_add4_pc = W_pc + 32'd4;
    always @(*) begin
        case ({W_j_branch, W_branch})
            4'b00_00: begin 
                W_next_pc <= W_add4_pc;
            end
            4'b00_01: begin
                W_next_pc <= (W_EX_ZERO == 1'b1) ? W_add4_pc + {{14{ID_imme[15]}}, (ID_imme << 2)} : W_add4_pc;
            end
            4'b00_10: begin
                W_next_pc <= (W_EX_ZERO != 1'b1) ?  W_add4_pc + {{14{ID_imme[15]}}, (ID_imme << 2)} : W_add4_pc;
            end
            4'b01_00: begin
                W_next_pc <= {W_add4_pc[31:28], (ID_j_imme << 2)};
            end
            4'b10_00: begin
                W_next_pc <= W_rs_to_pc;
            end
            4'b11_00: begin
                W_next_pc <= {W_add4_pc[31:28], (ID_j_imme << 2)};
            end
            default: begin
                W_next_pc <= W_pc;
            end
        endcase
    end
endmodule

==> flow_metrics.tcl <==
# place-and-route summary
set metrics [dict create \
    status "finished clean" \
    timing.critical_path.arrival_ns 7.62 \
    crit_path_top_delay_cell "nor3_2" \
    mean_cell_area_of_the_mapped_netlist_um2 6.94 \
    num-clock-buffers 0 \
    flow.area_growth_from_synthesis_pct 51.7 \
    dieHeight_um 87.6 \
    grt_start_max_net_pins 28 \
    critPathRequiredTime_ns 12.32 \
    p_seq_frac 0 \
    cpLargestDelayFamily "simple AND/OR/NAND/NOR gates" \
    synthCells 422 \
    cp-start-kind "input pin" \
    fraction_of_layout_cells_with_a_size_suffix_above_1 0.0382 \
    vdd.ir_drop.worst_mv 0.0170 \
    mi_comb_area_um2 2830 \
    cellInternalPower_mw 0.0814 \
    initCoreUtil 0.422 \
    cp_num_buf_inv 2 \
    dpl-instance-area_um2 4440 \
    finalSetupViolations 0 \
    switching_power_total_mw 0.0667 \
    routed_wirelength_mm 10.5 \
    warnings 42 \
    grt_pass1_vias 3483 \
    hold_class "in -> out" \
    ff_count 0 \
    fmax_mhz 93.5 \
    max_capacitance_violation_total 0 \
    crit_path_largest_cell_delay_ns 0.62 \
    final.min_clock_period_ns 10.70 \
    worst_slew_margin_rel 0.433 \
    grt_overflow 0 \
    wire_length_of_the_first_global_routing_pass_mm 16.7 \
    grt_antenna_before_repair 0 \
    globalRouteTotalUtil 0.276 \
    chipWidth_um 87.6 \
    synthesis_warnings 1 \
    critical_path_peak_fanout 9 \
    hold_viol_final 0 \
    first_iter_violations 189 \
    number_of_design_rule_violations_left_after_detail_routing 0 \
    port_buffers 140 \
    power.switching_fraction 0.450 \
    final.period_utilization 0.695 \
    dp_hpwl_mm 8.32 \
    criticalPathCategory "in -> out" \
    routabilityCongestion 0.910 \
    power_frac_comb 1.000 \
    power_density_nw_per_um2 33.4 \
    syn-cell-area_um2 2930 \
    design_area_um2 4440 \
    first_pass_iters 7 \
    hold_buffers 0 \
    avgRoutedWirePerCell_um 16.2 \
    drv_slew 0 \
    detailroute.via_count 3807 \
    synth.distinct_cells 52 \
    antenna-diode-count 0 \
    postCtsSetupRepairBufs 0 \
    die-area_um2 7670 \
    num_io_pins 143 \
    core_region_area_um2 6940 \
    power.clock.fraction 0 \
    fillerInstances 594 \
    rsz_0062_raised_after_global_routing "no" \
    yosysSeqAreaShare 0 \
    cts-resized-gates 0 \
    path_cells "clkdlybuf4s50_1 > and4_1 > nand3_1 > nor3_2 > nand2_1 > xnor2_1 > ha_1 > nand4_1 > or3_1 > o211ai_2 > o311ai_2 > a21oi_1 > nor3_1 > o211a_1 > a311o_1 > clkdlybuf4s50_1" \
    drt-vias-per-instance 5.89 \
    rows 30 \
    power.leakage_nw 1.65 \
    tns_ns 0 \
    sequential_cell_area_um2 0 \
    setup.worst_path.end_class "primary output" \
    ys_chip_area_um2 2930 \
    worst_slew_pin_slew_ns 0.844 \
    antenna_violating_nets_post_route 0 \
    synth.yosys.num_cells 422 \
    crit_path_frequent_cell "clkdlybuf4s50_1" \
]
## worst min-delay path: stages
cell and delay, ns:
clkdlybuf4s50_1 0.40, a22o_1 0.19, clkdlybuf4s50_1 0.39
## placed cells by master, fill, tap and decap left out, drive strengths merged, types with 2 or more instances in the layout
master,count
nor2,27
or3,3
nor2b,3
xnor2,33
nand4,15
o21a,4
a21oi,34
a41oi,2
nand3,16
nand3b,2
clkdlybuf4s50,140
or2,2
a222oi,21
o211ai,23
a21o,9
nand2b,6
and3,2
o22ai,3
a221oi,5
o211a,2
and2,5
o21bai,3
and4,3
o31ai,2
xor2,19
a221o,2
o21ai,28
inv,8
buf,8
a22o,2
o311ai,4
a311o,2
ha,35
a31oi,6
nand2,48
a211oi,4
nor3,8
## cells in the mapped netlist (2+ instances only)
cell	n	area, um^2
o22ai_1	3	18.8
o311ai_0	2	17.5
ha_1	35	438
o311ai_2	2	32.5
or3_1	3	18.8
a221oi_1	5	43.8
xor2_1	19	166
nor2b_1	3	18.8
and4_1	3	26.3
a21o_1	9	67.6
nand3b_1	2	15.0
a221o_1	2	20.0
and2_1	5	31.3
o21ai_0	27	135
clkbuf_1	20	75.1
and3_1	2	12.5
a311o_1	2	20.0
a22o_1	2	17.5
o211a_1	2	20.0
o21a_1	4	30.0
nand3_1	16	80.1
or2_2	2	12.5
nor3_1	7	35.0
xnor2_1	33	289
inv_1	8	30.0
nand2b_1	6	37.5
a31oi_1	6	37.5
nand4_1	15	93.8
a21oi_1	34	170
a222oi_1	21	210
nor2_1	27	101
a211oi_1	4	30.0
nand2_1	48	180
o21bai_1	3	22.5
o211ai_1	22	165
o31ai_1	2	15.0
## final timing paths
kind / slack, ns / to / startpoint / cells past startpoint
max: 4.70 / W_next_pc[30] / W_pc[10] / 16
min: 7.14 / W_next_pc[0] / W_pc[0] / 3
## power by group through the flow
stage | Sequential [mW] | Clock, mW | Combinational [mW]
4_1_cts | 0 | 0 | 0.148
5_1_grt | 0 | 0 | 0.164
6_report | 0 | 0 | 0.148
## area by class of cell
class,count,area share
Tap cell,96,0.0270
Inverter,8,0.00676
Timing Repair Buffer,148,0.329
Multi-Input combinational cell,394,0.637
## per-layer routing
layer | vias up | track usage | wire length [um]
li1 | 1932 | - | -
met3 | 3 | 0.0200 | 613
met2 | 129 | 0.468 | 4720
met1 | 1743 | 0.408 | 5110
met5 | - | 0 | 0
met4 | 0 | 0.0119 | 31
## stage by stage
| stage | util | worst slack (ns) | instances | hold WS, ns | power (mW) |
|---|---|---|---|---|---|
| after global placement | 0.639 | 4.74 | 646 | 7.13 | 0.147 |
| final | 0.639 | 4.70 | 646 | 7.14 | 0.148 |
| after floorplan | - | 6.36 | 422 | 6.21 | 0.0785 |
| after global routing | 0.639 | 4.34 | 646 | 7.17 | 0.164 |
| after detailed placement | 0.639 | 4.71 | 646 | 7.14 | 0.147 |
| after CTS | 0.639 | 4.70 | 646 | 7.14 | 0.148 |
## kinds of logic after synthesis
family / after synthesis / share of synthesized area
AND-OR/OR-AND: 162 / 0.409
AND/OR/NAND/NOR: 144 / 0.243
adder cells (fa/ha/maj): 36 / 0.156
buffers and inverters: 28 / 0.0359
XOR/XNOR: 52 / 0.156
No activity file was given, so power comes from the tool's default toggle rates.
