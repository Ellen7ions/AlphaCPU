==> config.mk <==
export PLATFORM = sky130hd
export DESIGN_NAME = WB
export DESIGN_NICKNAME = WB
export VERILOG_FILES = /design/flow/design.v
export SDC_FILE = /design/flow/constraint.sdc
export NUM_CORES = 4
export LEC_CHECK = 1
export CORE_AREA = 10 10 70 70
export DIE_AREA = 0 0 80 80
==> constraint.sdc <==
current_design WB

set clk_period 1.0
set clk_io_pct 0.2

create_clock -name clk0 -period $clk_period

set non_clock_inputs [all_inputs -no_clocks]
set_input_delay [expr $clk_period * $clk_io_pct] -clock clk0 $non_clock_inputs
set_output_delay [expr $clk_period * $clk_io_pct] -clock clk0 [all_outputs]
==> design.v <==
`timescale 1ns / 1ps
module WB(
        input wire [31:0] W_alu_res,
        input wire [31:0] W_mem_data,
        input wire W_regsrc_sel,
        output reg [31:0] WB_wb_data
    );
    always @(*) begin
        case(W_regsrc_sel)
        1'b0: WB_wb_data = W_alu_res;
        1'b1: WB_wb_data = W_mem_data;
        default: WB_wb_data = {32{1'b1}};
        endcase
    end
endmodule
==> run.sh <==
#!/bin/bash
# OpenROAD 26Q1-2900-gdf79404cd8, Yosys 0.63+post, stock flow scripts
make -C /OpenROAD-flow-scripts/flow DESIGN_CONFIG=/design/flow/config.mk WORK_HOME=/design/flow/orfs finish
==> results.py <==
# Metrics from the implementation run
metrics = {
    "grt": {
        "grt_pass1_vias": 767,
        "grt_usage_pct": 8.36,
        "grt_max_degree": 7,
        "antenna_found_initial": 0,
        "globalRouteOverflowTotal": 0,
        "grt_pass1_wl_um": 4350,
    },
    "synthesis": {
        "yosys_cells": 36,
        "ys_seq_share_pct": 0,
        "synth_area_sq_um": 544,
        "synth_warnings": 1,
        "ys_area_sq_um": 544,
        "synth_cell_types": 4,
        "syn_area_per_cell_sq_um": 15.1,
        "synthCells": 36,
    },
    "final_timing": {
        "tightest_slew_ns": 0.0649,
        "slew_viol_final": 0,
        "final.setup.worst_slack_ns": -0.0899,
        "fin_tns_setup_ns": -2.59,
        "holdWs_ns": 0.795,
        "rsz0062_at_grt": "yes",
        "min_period_over_period_pct": 109,
        "hold_viol": 0,
        "max_freq_mhz": 918,
        "period_needed_ns": 1.09,
        "relSlewSlack_pct": 95.7,
        "setup_viol": 32,
    },
    "cells_and_area": {
        "nClkBuffers": 0,
        "fin_cells": 181,
        "flops": 0,
        "lay_top_cells": "64 x dlygate4sd2_1, 32 x mux2_4, 21 x buf_6",
        "multiInputGateArea_sq_um": 480,
        "drive_gt1_share_pct": 52.6,
        "stdcell_area_sq_um": 1570,
        "syn_to_final_growth_pct": 188,
        "n_fill_cell": 337,
        "seq_area_sq_um": 0,
        "layout_top_cell": "dlygate4sd2_1",
    },
    "worst_setup_path": {
        "critPathRequiredTime_ns": 0.80,
        "critPathLaunch": "W_regsrc_sel",
        "critPathLaunchType": "primary input",
        "crit_type": "in2out",
        "cp_cell_sequence": "buf_16 > buf_16 > mux2_4 > buf_6",
        "critPathCaptureType": "primary output",
        "arrival_ns": 0.89,
        "path_delay_family": "buffers and inverters",
        "path_max_fanout": 6,
        "crit_cells": 4,
        "cpMostUsedCell": "buf_16",
        "cp_slowest_cell": "mux2_4",
        "critPathBufInv": 3,
        "max_stage_delay_ns": 0.30,
        "critical_path.endpoint": "WB_wb_data[30]",
    },
    "die": {
        "core-area_sq_um": 3420,
        "fp.dieArea_sq_um": 6400,
        "num_io_pins": 97,
        "fp_util_pct": 15.9,
        "rows": 21,
        "die_w_um": 80,
        "fp.dieH_um": 80,
    },
    "placed_design": {
        "placed_area_sq_um": 1520,
        "hpwl_um": 2390,
        "place.gp.congestion": 0.792,
        "io_buffer_count": 97,
        "dp.cells": 177,
    },
    "worst_hold_path": {
        "min_path_type": "in2out",
    },
    "status": {
        "status": "finished, violations left",
        "violations": "negative setup slack",
    },
    "power": {
        "power_density_nw_per_um2": 394,
        "ir_worst_vdd_uv": 184,
        "power_mw": 0.617,
        "p_leak_nw": 0.852,
    },
    "routing": {
        "wl_um": 2890,
        "diodes": 0,
        "dr.first_iter.drc_count": 0,
        "drc": 0,
        "viasPerCell": 3.83,
        "drt-wirelength-per-cell_um": 16.0,
        "via_count": 693,
        "first_pass_iters": 1,
        "antenna_left": 0,
    },
    "clocking": {
        "post_cts_buffers": 0,
        "holdBufCountCts": 0,
    },
    "job": {
        "warnings": 34,
        "cap_violations": 0,
    },
}
## layout make-up
class              instances  area share, %
repair buffers           103           65.7
well taps                 46           3.67
multi-input cells         32           30.6
## cells in the mapped netlist
| library cell | instances | area share, % |
|---|---|---|
| buf_12 | 3 | 11 |
| mux2_2 | 2 | 4.1 |
| mux2_4 | 30 | 83 |
| buf_6 | 1 | 2.1 |
## tightest hold or removal path: cells and delay by family
family	cells	cell delay (ns)
multiplexers	1	0.13
buffers and inverters	2	0.27
## per-layer routing
layer	part of all wire (%)	track usage, %
met5	0	0
met4	0	0
met3	12	3.64
met2	48	14.7
met1	40	9.69
## worst min path at each step
stage                   from             end  slack [ns]  depth (start not counted)
global route   W_alu_res[20]  WB_wb_data[20]        0.81                          3
CTS            W_alu_res[24]  WB_wb_data[24]        0.80                          3
finish        W_mem_data[21]  WB_wb_data[21]        0.79                          3
## metrics by stage
stage / setup WS, ns / util (%)
after floorplan: 0.0669 / -
after global placement: -0.495 / 44.6
after detailed placement: -0.499 / 44.6
after CTS: -0.0915 / 44.4
after global routing: -0.111 / 45.9
final: -0.0899 / 45.9
## power breakdown
part	switching [mW]	internal, mW	total [mW]	leakage (nW)
registers	0	0	0	0
logic	0.137	0.480	0.617	0.852
clock network	0	0	0	0
total	0.137	0.480	0.617	0.852
## timing repair
| item | in CTS | in global routing |
|---|---|---|
| resized | 188 | 8 |
| endpoints found under the hold margin | 0 | 0 |
| setup endpoints to repair | 32 | 32 |
| gates cloned | 4 | 0 |
## kinds of logic after synthesis
family	synth area share (%)
buffers and inverters	13.1
muxes	86.9
Power figures rest on the tool's default switching activity, not on a simulated workload.
