--- flow/constraint.sdc ---
current_design DisplayLED

set clk_period 2.7
set clk_io_pct 0.2

create_clock -name clk0 -period $clk_period [get_ports {clk}]

set non_clock_inputs [all_inputs -no_clocks]
set_input_delay [expr $clk_period * $clk_io_pct] -clock clk0 $non_clock_inputs
set_output_delay [expr $clk_period * $clk_io_pct] -clock clk0 [all_outputs]
--- flow/design.v ---
`timescale 1ns / 1ps
module DecoderLED (
        input wire[3:0] W_in,
        output reg[6:0] R_seg
    );
    always@(*) begin
        case(W_in)
            4'h0:R_seg = 7'b000_0001;
            4'h1:R_seg = 7'b100_1111;
            4'h2:R_seg = 7'b001_0010;
            4'h3:R_seg = 7'b000_0110;
            4'h4:R_seg = 7'b100_1100;
            4'h5:R_seg = 7'b010_0100;
            4'h6:R_seg = 7'b010_0000;
            4'h7:R_seg = 7'b000_1111;
            4'h8:R_seg = 7'b000_0000;
            4'h9:R_seg = 7'b000_0100;
            4'ha:R_seg = 7'b000_1000;
            4'hb:R_seg = 7'b110_0000;
            4'hc:R_seg = 7'b011_0001;
            4'hd:R_seg = 7'b100_0010;
            4'he:R_seg = 7'b011_0000;
            4'hf:R_seg = 7'b011_1000;
            default:R_seg = 7'b111_1111;        
        endcase
    end
endmodule
module DisplayLED #(parameter INPUT_WIDTH = 32)(
        input wire clk, rst,
        input wire [INPUT_WIDTH-1:0] s,
        output wire [6:0]seg,
        output reg [7:0]sel
    );
    reg [20:0] R_count;
    reg [4:0] R_digit; 
    always@(posedge clk) begin
        if(rst)  
            R_count = 21'h0;
        else 
            R_count = R_count + 21'b1;
    end
    always @(posedge clk)
    case(R_count[20:18])
        3'd0:begin
            sel = 8'b11111110;
            R_digit = s[3:0];
        end
        3'd1:begin
            sel = 8'b11111101;
            R_digit = s[7:4];
        end
        3'd2:begin
            sel = 8'b11111011;
            R_digit =s[11:8];
        end
        3'd3:begin
            sel = 8'b11110111;
            R_digit = s[15:12];
        end
        3'd4:begin
            sel = 8'b11101111;
            R_digit = s[19:16];
        end
        3'd5:begin
            sel = 8'b11011111;
            R_digit = s[23:20];
        end
        3'd6:begin
            sel = 8'b10111111;
            R_digit =s[27:24];
        end
        3'd7:begin
            sel = 8'b01111111;
            R_digit = s[31:28];
        end
    endcase
    DecoderLED U4(
        .W_in(R_digit),
        .R_seg(seg)
    );
endmodule
--- flow/config.mk ---
export PLATFORM = sky130hd
export DESIGN_NAME = DisplayLED
export DESIGN_NICKNAME = DisplayLED
export VERILOG_FILES = /design/flow/design.v
export SDC_FILE = /design/flow/constraint.sdc
export NUM_CORES = 4
export LEC_CHECK = 1
export CORE_AREA = 10 10 113 113
export DIE_AREA = 0 0 123 123
--- flow/run.sh ---
#!/bin/bash
# OpenROAD 26Q1-2900-gdf79404cd8, Yosys 0.63+post, stock flow scripts
make -C /OpenROAD-flow-scripts/flow DESIGN_CONFIG=/design/flow/config.mk WORK_HOME=/design/flow/orfs finish
==> run summary <==
The synthesis and PnR run went through. Ranked by instance count, the synthesized netlist is headed by sky130_fd_sc_hd__dfxtp_1, sky130_fd_sc_hd__nor2_1, sky130_fd_sc_hd__xor2_1. STA lists the endpoint of the worst register-to-register path as seg[3]$_DFF_P_. Post-detailed-route DRC marker count landed at 0. Looking at the VDD voltage map, the peak drop is 0.000158 V.

Detailed placement HPWL landed at 3390 um. Post-route fraction of the period consumed by the critical path landed at 89.3%. Synthesis handed over a netlist of 199 instances. In the post-synthesis netlist, the biggest area contributors are sky130_fd_sc_hd__dfxtp_1, sky130_fd_sc_hd__xor2_1, sky130_fd_sc_hd__mux2i_1, sky130_fd_sc_hd__nor2_1, sky130_fd_sc_hd__ha_1. Yosys chip area landed at 1840 um^2. Die span in x landed at 123 um.

The run finished with clean final reports. Post-synthesis instance area landed at 1840 um^2. The synthesis log from Yosys contains 3 warnings. Number of routed nets with antenna violations landed at 0. Across every metal layer, demand over resource in global routing totals 5.75%. Largest driver fanout on the critical path landed at 13. Total number of H-tree levels landed at 2. Each instance of the synthesized netlist takes up on average 9.27 um^2.

Tally of unique sky130hd cells used after synthesis landed at 39. Gates resized during post-CTS repair numbered 0. The number of clock sinks came to 36. Via count landed at 1,473. STA classifies the critical path endpoint as a register. Count of pins on the block boundary landed at 49.

Largest net degree at the start of global routing landed at 22. Worst hold path stage count landed at 1. In this run the worst hold path is classified as reg2reg. Global routing finished with a remaining overflow of 0. Among all flip-flop cells after synthesis, the most frequent one is sky130_fd_sc_hd__dfxtp_1. Setup repair after global routing left no endpoint under its margin. STA classifies the critical path startpoint as a register. Sorting the synthesis cell report by count puts at the top sky130_fd_sc_hd__dfxtp_1. Measured along the y axis, the die boundary spans 123 um. Per the run summary, max-cap violations total 0. Looking at the critical path, the single cell with the biggest stage delay is sky130_fd_sc_hd__dfxtp_1.

For reference, the final report shows the hold violation count at 0. Grouping stages by cell kind, the critical path spends the most delay in flip-flops. Number of max-slew violations in the final report landed at 0. Pin slew with the least headroom to its limit landed at 0.801 ns.

Per the CTS log, the root buffer master is sky130_fd_sc_hd__clkbuf_8. Count of non-filler cells in the finished layout landed at 384. The worst setup path is of the reg2reg kind. Count of input and output buffers landed at 48. The detailed router reported a total wirelength of 4320 um.

Across all checked pins, the minimum headroom to the slew limit is 46.6%. Largest incremental delay on the critical path landed at 0.64 ns. sky130_fd_sc_hd__dfxtp_1 takes more of the synthesized area than any other cell.

The final report lists the setup-violating endpoint count as 0. The critical path endpoint has a required time of 2.83 ns. Average wire per cell in the routed design landed at 11.2 um. The repair_antennas step left the layout with diodes totalling 0. TritonCTS built the clock tree. In the hold report, the worst path ends at R_count[0]$_SDFF_PP0_.

After the first detailed-routing iteration, the DRC count stood at 59. The die covers 15,100 um^2. Final instance area landed at 2560 um^2. The layout summary lists the proportion of cells stronger than drive strength 1 as 9.68%. Placed instance count landed at 376. Worst clock skew landed at 0.00850 ns. The worst register-to-register path has a depth of 9. Slack of the worst reg-to-reg path landed at 0.29 ns.

After synthesis, the design contains 199 cells according to Yosys. Ratio of routed vias to standard cells landed at 3.84. Area after detailed placement landed at 2460 um^2. Via count of the first global-routing pass landed at 1,415. Clock slew at the register clock pins of the worst setup and hold paths landed at 0.08 ns.

OpenROAD warning count landed at 29. Count of library flops with an enable pin landed at 0. The OpenROAD report gives the critical path a data arrival time of 2.54 ns. In this run the core area contains 37 standard-cell rows.

Count of buffers added by post-CTS timing repair for setup landed at 0. TritonCTS created 5 clock buffers. Before placement the cells fill 17.9% of the core. Looking at hold timing, the worst path starts from R_count[0]$_SDFF_PP0_. Areal power density over the cells landed at 446 nW/um^2.

Flip-flop and latch count after synthesis landed at 36. Fraction of the core area covered by cells at the end of the flow landed at 24.8%. The report puts the hold buffer count at CTS at 0. The final timing report derives a shortest allowable period of 2.41 ns. Per the skew report, the later register of the worst-skew pair sees a clock latency of 0.29 ns. The floorplan step defined a core boundary enclosing 10,300 um^2. Maximum buffer depth of the clock tree landed at 2. The cell sequence reported for the critical path is buf_12 -> mux2i_1 -> o22ai_1 -> o22ai_4 -> inv_2 -> ha_1 -> mux2_1 -> nor2_1 -> a21oi_1. Layout overhead on the synthesized area landed at 39.0%. Looking at the reg2reg group, the worst path starts from R_count[20]$_SDFF_PP0_. The final layout report lists a filler cell count of 1,073.

After synthesis, the largest area contributor takes up 39.1% of total cell area. Setup TNS after final layout landed at 0 ns. For this run, asynchronously set or reset flops after synthesis account for 0%. The first global-routing pass estimated 7070 um of wire.

Standby leakage power landed at 0.000928 uW. Sequential cells were found to cover 39.1% of the synthesized design area. The number of antenna violations at the first check in global routing is 0. First-pass detailed-route iteration total landed at 4. Critical path buffer and inverter count landed at 2. The highest clock rate this design can be run at is 415 MHz. Global placer's final weighted congestion landed at 0.774.
[layer usage]
| metal | global-route usage, % | wire length [um] |
|---|---|---|
| met1 | 7.48 | 2080 |
| met2 | 9.57 | 1910 |
| met3 | 1.80 | 311 |
| met4 | 0.509 | 27 |
| met5 | 0 | 0 |
[cell families after synthesis]
family,count (synthesis),share of synthesized area [%]
AND/OR/NAND/NOR,78,21.7
flip-flops,36,39.1
AND-OR/OR-AND,25,10.7
XOR/XNOR,19,9.02
buffers and inverters,19,6.44
multiplexers,15,8.28
adder cells (fa/ha/maj),7,4.75
[how the worst max path moves through the flow]
stage / start / to / slack [ns] / cells after the start
4_1_cts: R_count[20]$_SDFF_PP0_ / seg[3]$_DFF_P_ / 0.27 / 9
5_1_grt: R_count[20]$_SDFF_PP0_ / seg[3]$_DFF_P_ / 0.14 / 9
6_report: R_count[20]$_SDFF_PP0_ / seg[3]$_DFF_P_ / 0.29 / 9
[cells in the final DEF, fill, tap and decap left out, types with 2 or more instances in the layout]
cell,instances
sky130_fd_sc_hd__clkdlybuf4s50_1,48
sky130_fd_sc_hd__nand2_1,13
sky130_fd_sc_hd__o21ai_1,6
sky130_fd_sc_hd__nand3b_1,4
sky130_fd_sc_hd__nor2_1,25
sky130_fd_sc_hd__a21oi_1,3
sky130_fd_sc_hd__xor2_1,15
sky130_fd_sc_hd__inv_1,5
sky130_fd_sc_hd__o22ai_4,2
sky130_fd_sc_hd__o22ai_1,4
sky130_fd_sc_hd__clkbuf_8,5
sky130_fd_sc_hd__nor3b_1,2
sky130_fd_sc_hd__a221oi_1,2
sky130_fd_sc_hd__o21ai_0,2
sky130_fd_sc_hd__nand3_1,9
sky130_fd_sc_hd__nand2b_1,5
sky130_fd_sc_hd__nand4_1,3
sky130_fd_sc_hd__and3_1,4
sky130_fd_sc_hd__or3_1,2
sky130_fd_sc_hd__ha_1,7
sky130_fd_sc_hd__a211oi_2,2
sky130_fd_sc_hd__and4_1,3
sky130_fd_sc_hd__nor2b_1,2
sky130_fd_sc_hd__xnor2_1,4
sky130_fd_sc_hd__or2_2,3
sky130_fd_sc_hd__mux2i_1,13
sky130_fd_sc_hd__dfxtp_1,36
sky130_fd_sc_hd__buf_4,5
[registers in the layout, summed over array words and instances, names as in the netlist]
register	cells
R_count	21
sel	8
seg	7
[power breakdown]
| part | internal, uW | leakage, uW | total [uW] | switching [uW] |
|---|---|---|---|---|
| Sequential | 545 | 0.000293 | 552 | 6.94 |
| Clock | 274 | 0.0000552 | 465 | 191 |
| Combinational | 83.3 | 0.000579 | 126 | 43.0 |
| Total | 902 | 0.000928 | 1140 | 241 |
[stage by stage]
stage / total power (uW) / hold WS [ns] / setup WS (ns)
floorplan: 610 / 0.438 / 0.556
finish: 1140 / 0.476 / 0.290
global placement: 689 / 0.461 / 0.205
detailed placement: 690 / 0.466 / 0.201
global route: 1200 / 0.504 / 0.140
CTS: 1160 / 0.484 / 0.270
[final cells by class]
class	instances	area, um^2	area share, %
Multi-Input combinational cell	144	1000	39.2
Clock inverter	2	35.0	1.37
Inverter	6	22.5	0.878
Clock buffer	6	72.6	2.83
Tap cell	136	170	6.64
Sequential cell	36	721	28.1
Timing Repair Buffer	54	538	21.0
Power and IR drop assume default switching activity.
